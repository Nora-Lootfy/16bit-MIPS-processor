==> /design/flow/design.v <==
module register_file
(
	input clk,
	input rst,
	input 			write_EN,  
	input 	[2:0] 	reg_write_add,  
	input 	[15:0]	reg_write_data,  
	input	[2:0]	reg1_read_add,
	output	[15:0]	reg1_read_data,
	input	[2:0]	reg2_read_add,
	output	[15:0]	reg2_read_data
);
	reg 	[15:0]	reg_array[7:0];
	always @ (posedge clk or negedge rst) begin	
		if (~rst) begin
			reg_array[0] <= 16'b0;
			reg_array[1] <= 16'b0;
			reg_array[2] <= 16'b0;
			reg_array[3] <= 16'b0;
			reg_array[4] <= 16'b0;
			reg_array[5] <= 16'b0;
			reg_array[6] <= 16'b0;
			reg_array[7] <= 16'b0;
		end
		else if (write_EN) 
			reg_array[reg_write_add] <= reg_write_data;
	end
	assign reg1_read_data = reg_array[reg1_read_add];
	assign reg2_read_data = reg_array[reg2_read_add];
endmodule
==> /design/flow/run.sh <==
#!/bin/bash
# OpenROAD 26Q1-2900-gdf79404cd8, Yosys 0.63+post, stock flow scripts
make -C /OpenROAD-flow-scripts/flow DESIGN_CONFIG=/design/flow/config.mk WORK_HOME=/design/flow/orfs finish
==> /design/flow/config.mk <==
export PLATFORM = sky130hd
export DESIGN_NAME = register_file
export DESIGN_NICKNAME = register_file
export VERILOG_FILES = /design/flow/design.v
export SDC_FILE = /design/flow/constraint.sdc
export NUM_CORES = 4
export LEC_CHECK = 1
export CORE_UTILIZATION = 40
==> /design/flow/constraint.sdc <==
current_design register_file

set clk_period 2.7
set clk_io_pct 0.2

create_clock -name clk0 -period $clk_period [get_ports {clk}]

set non_clock_inputs [all_inputs -no_clocks]
set_input_delay [expr $clk_period * $clk_io_pct] -clock clk0 $non_clock_inputs
set_output_delay [expr $clk_period * $clk_io_pct] -clock clk0 [all_outputs]
==> results_dict.tcl <==
# flow metrics
set metrics [dict create \
    grt_usage_pct 23.5 \
    worst_slew_pin_slew_ns 0.504 \
    wirelength_um 19600 \
    drtIter0Drc 342 \
    dr_total_vias 5255 \
    dp_hpwl_um 12500 \
    cts_inserted_buffers 17 \
    crit_path_max_fanout 12 \
    yosys_cells 570 \
    worst-setup-path-type "input pin to output pin" \
    hold_slack_ns 0.0703 \
    gp_congestion 0.887 \
    reg.largest.list "reg_array x128" \
    post_drt_wl_per_cell_um 21.8 \
    async_flop_share_pct 100 \
    r2r_end "reg_array[1][8]" \
    start_kind "input pin" \
    synth_area_leader_cell "dfrtp_1" \
    areaGrowthSynthToFinish_pct 27.3 \
    clock_sinks 128 \
    period_needed_ns 2.65 \
    fp-utilization_pct 40.8 \
    grt.overflow.total 0 \
    period_used_pct 98.2 \
    ant_nets 0 \
    skew_ns 0 \
    reg2reg_from "reg_array[1][8]" \
    wl_met3_um 1280 \
    p_total_uw 6240 \
    synth_cells 570 \
    warning_count 25 \
    fp.dieH_um 135 \
    drive_gt1_share_pct 39.0 \
    ys.flop_type "dfrtp_1" \
    path_clk_slew_ns 0.05 \
    grt_max_degree 73 \
    lay_top_cells "mux2_2, dfrtp_1, mux2i_1, clkdlybuf4s50_1, buf_4" \
    die_x_um 135 \
    cp.arrival_ns 2.11 \
    synth.distinct_cells 47 \
    ys_chip_area_um2 7040 \
    slew-limit-headroom_pct 66.3 \
    numPortBuffers 59 \
    status "completed" \
    vias_per_cell 5.84 \
    required_ns 2.16 \
    ys.warnings.count 2 \
    syn_avg_cell_area_um2 12.3 \
    finalMaxSlewViolations 0 \
    ctsHoldBuffers 0 \
    grt_pass1_wl_um 31000 \
    top_cells_by_area "dfrtp_1, mux2_2, mux2i_1" \
    hold_class "input pin to async pin" \
    reg2regPathDepth 1 \
    hold_violations 0 \
    routed-wl-met2_um 9010 \
    rrSetupSlack_ns 1.88 \
    layout_top_cell "mux2_2" \
    final_cell_area_um2 8960 \
    largest_reg_flops 128 \
    yosys.stat.seqShare_pct 45.5 \
    antenna_found_initial 1 \
    firstDrtPassIters 4 \
    regMostFlops "reg_array" \
    rows 48 \
    core_um2 17200 \
    nFillCells 1402 \
    dp_slack_ns -0.274 \
    grt_pass1_vias 5453 \
    final_cell_count_no_fill 900 \
    cts_tree "done" \
    syn-cell-area_um2 7040 \
    drv_cap 0 \
    cts_htree_levels 4 \
    die-area_um2 18100 \
    p_leak_uw 0.00376 \
    edf_count 0 \
    clockBufferDepth 2 \
    placed_cells 864 \
    drc_errors 0 \
    setup-violations-final 0 \
    met1Wirelength_um 8920 \
    clkLatencyLatePin_ns 0.41 \
    worst_setup_path_end_kind "output pin" \
    placed_area_um2 8210 \
    synth_flops 128 \
    yosys.area.top_type_share_pct 45.5 \
    cts-root-buf "clkbuf_16" \
    top_layer "met4" \
    power_density_nw_per_um2 697 \
    ir_drop_mv 0.468 \
    io_pins 60 \
    max_freq_mhz 377 \
    fin_ws_ns 0.0497 \
]
[synthesized netlist by cell type, types with 2 or more instances]
cell / n
a211oi_1: 15
a21oi_1: 14
a221oi_1: 4
a22oi_1: 10
a31oi_1: 11
a32oi_1: 10
buf_1: 2
buf_2: 20
buf_4: 9
buf_6: 2
clkbuf_1: 12
dfrtp_1: 128
inv_1: 7
mux2_2: 139
mux2i_1: 55
mux4_2: 2
nand2_1: 7
nand2b_1: 14
nand3b_1: 2
nand4b_2: 3
nor2_1: 16
nor2b_1: 2
nor3_4: 2
nor3b_1: 25
nor3b_4: 2
o22a_1: 17
o22ai_1: 17
o32a_1: 2
or3_1: 3
[routing by layer]
metal / vias up / global-route usage, %
li1: 2371 / -
met1: 2685 / 35.7
met2: 171 / 35.3
met3: 28 / 5.59
met4: 0 / 5.12
met5: - / 0.278
[timing repair]
item	in CTS	in global routing
endpoints found under the setup margin	32	24
gates resized	27	23
cloned	2	1
setup buffers	1	0
pin swaps	8	5
[stage by stage]
stage	util [%]	TNS [ns]
after floorplan	-	0
after global placement	47.7	-7.20
after detailed placement	47.7	-7.11
after CTS	51.4	0
after global routing	52.0	-0.0372
final	52.0	0
[final cells by class]
cell class	count	area [um^2]	area share [%]
Antenna cell	1	2.50	0.0279
Inverter	7	26.3	0.293
Clock buffer	24	482	5.38
Multi-Input combinational cell	388	3650	40.7
Tap cell	225	282	3.14
Clock inverter	7	60.1	0.670
Timing Repair Buffer	120	1250	14.0
Sequential cell	128	3200	35.8
[cell families after synthesis]
logic type	after synthesis	synth area share, %
AND-OR/OR-AND	106	11.1
flip-flops	128	45.5
buffers and inverters	54	4.11
multiplexers	196	30.7
AND/OR/NAND/NOR	86	8.64
[worst max-delay path by stage]
stage | from | endpoint | cells after the start
CTS | reg1_read_add[0] | reg1_read_data[8] | 6
global route | reg2_read_add[0] | reg2_read_data[12] | 7
finish | reg1_read_add[1] | reg1_read_data[5] | 6
[power by group]
group / internal, uW / leakage, uW / switching, uW
sequential: 2350 / 0.00154 / 333
clock: 1320 / 0.000273 / 787
combinational: 904 / 0.00196 / 551
[critical path: stages]
cell	delay, ns
buf_4	0.21
buf_6	0.20
mux2_2	0.37
a32oi_1	0.22
a31oi_2	0.15
clkdlybuf4s50_1	0.42
Power and IR drop assume default switching activity.
