`flow/design.v`:
```
module ALU
( 
	input 	wire 	[15:0] A,
	input 	wire	[15:0] B, 
	input	wire	[3:0] ALU_opt,
	output	wire		zero_flag,
	output	reg		[15:0] ALU_out
);
	always @(*) begin
		case(ALU_opt)
			4'b0000:	ALU_out = A + B;				 
			4'b0001:	ALU_out = A - B;				 
			4'b0010:	ALU_out = A * B;				 
			4'b0011:	ALU_out = A / B;				 
			4'b0100:	ALU_out = A && B;				 
			4'b0101:	ALU_out = A || B;				 
			4'b0110:	ALU_out = !A;					 
			4'b0111:	ALU_out = A & B;				 
			4'b1000:	ALU_out = A | B;				 
			4'b1001:	ALU_out = ~A;					 
			4'b1010:	ALU_out = A << 1'b1;			 
			4'b1011:	ALU_out = A >> 1'b1;			 
			4'b1100:	ALU_out = (A < B)? 1'b1: 1'b0;	 
			default:	ALU_out = 16'b0;
		endcase	
	end
	assign zero_flag = (ALU_out == 16'b0)?  1'b1: 1'b0;
endmodule
```
`flow/config.mk`:
```
export PLATFORM = sky130hd
export DESIGN_NAME = ALU
export DESIGN_NICKNAME = ALU
export VERILOG_FILES = /design/flow/design.v
export SDC_FILE = /design/flow/constraint.sdc
export NUM_CORES = 4
export LEC_CHECK = 1
export CORE_UTILIZATION = 30
```
`flow/constraint.sdc`:
```
current_design ALU

set clk_period 83.8
set clk_io_pct 0.2

create_clock -name clk0 -period $clk_period

set non_clock_inputs [all_inputs -no_clocks]
set_input_delay [expr $clk_period * $clk_io_pct] -clock clk0 $non_clock_inputs
set_output_delay [expr $clk_period * $clk_io_pct] -clock clk0 [all_outputs]
```
`flow/run.sh`:
```
#!/bin/bash
# OpenROAD 26Q1-2900-gdf79404cd8, Yosys 0.63+post, stock flow scripts
make -C /OpenROAD-flow-scripts/flow DESIGN_CONFIG=/design/flow/config.mk WORK_HOME=/design/flow/orfs finish
```
==> results.yml <==
# physical design summary
run_status:
  status: "completed"
clocking:
  ctsHoldBuffers: 0
  post_cts_buffers: 0
  cts_resized: 0
timing:
  fin_ws_ps: 18300
  rsz0062_at_grt: "false"
  drv_slew: 0
  period_needed_ps: 65500
  finalHoldViolations: 0
  max_freq_mhz: 15.3
  worst_pin_slew_ps: 995
  setup_violations: 0
  setup_tns_ps: 0
  fin_crit_sh_pct: 78.2
  timing.slew.headroom_pct: 33.2
worst_hold_path:
  hold_path.class: "in2out"
  hold_start: "ALU_opt[1]"
detailed_routing:
  dr.pass1.iters: 6
  ant_nets: 0
  vias_per_cell: 5.73
  drt_iter0_drc: 1121
  drt-met1-wl_mm: 23.6
  routed-via-count: 13900
  route.met3.wl_mm: 5.32
  drc: 0
  antennaDiodeCount: 0
  dr.max_layer_used: "met4"
  routed_wl_mm: 53.3
  wl_per_cell_um: 21.9
  wl_met2_mm: 22.9
grt:
  grt.total_usage_pct: 24.4
  grt_max_degree: 39
  grt_overflow: 0
  antenna_found_initial: 0
  grt_pass1_vias: 13300
  grt_pass1_wl_mm: 81.3
floorplan:
  fp-row-count: 76
  io_pins: 53
  fp_util_pct: 30.7
  fp.coreArea_sq_um: 43500
  die_y_um: 213
  chipWidth_um: 213
  die-area_sq_um: 45300
setup_path:
  endpoint_kind: "output port"
  arrival_ps: 48740
  cp_slowest_cell: "o311a_1"
  slowest_delay_ps: 720
  path_max_fanout: 21
  cp_top_family: "AND-OR/OR-AND gates"
  crit_path_frequent_cell: "ha_1"
  crit_path_start_kind: "input port"
  critical_path_required_ps: 67040
  cp-startpoint: "B[14]"
  path_buffers: 7
  critPathKind: "in2out"
synth:
  ys_seq_share_pct: 0
  synth_cells: 1819
  area_leaders: "ha_1, fa_1, xnor2_1"
  top_area_share_pct: 22.1
  ys_area_sq_um: 13300
  yosys.area.top_type: "ha_1"
  synth_stat.cells: 1819
  yosys_warnings: 1
  syn_area_per_cell_sq_um: 7.34
  syn_area_sq_um: 13300
  ys_types: 83
place:
  dpl_cell_area_sq_um: 14700
  gp_congestion: 1.06
  post-dp-hpwl_mm: 41.8
  preCtsSetupSlack_ps: 18900
  port_buffers: 53
flow_run:
  cap_violations: 0
  tool_warnings: 68
cells_and_area:
  num-clock-buffers: 0
  layout_top_cell: "ha_1"
  flop_area_sq_um: 0
  fillers: 4667
  syn_to_final_growth_pct: 9.99
  ff_count: 0
  layout_top_cells: "ha_1, nor2_1, nand2_1"
  drive_gt1_share_pct: 6.28
  stdcell_area_sq_um: 14700
  comb_area_sq_um: 12400
pwr:
  power.density_nw_per_um2: 15.4
  cellLeakagePower_nw: 6.69
  ir_drop_v: 0.0000163
## path summary, 6_finish.rpt
path	endpoint	slack, ps	depth (start not counted)
setup / recovery	zero_flag	18300	111
hold / removal	ALU_out[2]	34960	5
## synth_stat cells (11+ instances only)
library cell / n
or2_2: 13
a211oi_1: 21
o21bai_1: 12
clkbuf_1: 63
fa_1: 82
xnor2_1: 80
inv_1: 165
nand3_1: 30
xor2_1: 39
nand2_1: 182
mux2i_1: 11
nor4_1: 15
o21ai_0: 82
ha_1: 236
a21oi_1: 98
nand2b_1: 15
a31oi_1: 19
nor2_1: 184
nor2b_1: 20
a21boi_0: 12
a21o_1: 43
o211ai_1: 31
or3_1: 31
nor3_1: 53
o31ai_1: 20
o21a_1: 37
mux2_2: 29
## cell type report
type / instances / area share, %
Inverter: 171 / 4.37
Tap cell: 585 / 4.99
Multi-Input combinational cell: 1574 / 84.5
Timing Repair Buffer: 102 / 6.12
## metrics by stage
step / cells / hold slack (ps) / util (%) / power [mW]
floorplan: 1819 / 33750 / - / 0.164
global placement: 2432 / 34930 / 33.8 / 0.224
detailed placement: 2432 / 34940 / 33.8 / 0.223
CTS: 2432 / 34960 / 33.8 / 0.225
global route: 2432 / 35030 / 33.8 / 0.251
finish: 2432 / 34960 / 33.8 / 0.226
## cell families (layout without fill, tap and decap cells)
| group | count (synthesis) | in the layout | share of synthesized area [%] |
|---|---|---|---|
| compound gates | 494 | 494 | 25.4 |
| xor+xnor | 120 | 120 | 7.98 |
| fa+ha+maj | 318 | 318 | 34.4 |
| buf+inv | 245 | 273 | 7.03 |
| mux | 47 | 47 | 4.45 |
| simple gates | 595 | 595 | 20.7 |
## report_power, final
group / switching, mW / internal, mW
clock: 0 / 0
combinational: 0.128 / 0.0986
sequential: 0 / 0
total: 0.128 / 0.0986
## routing by layer
metal / vias to the layer above / GRT usage, %
met5: - / 0
met4: 0 / 5.71
met3: 115 / 5.92
met2: 640 / 37.4
met1: 6574 / 34.6
li1: 6595 / -
No activity file was given, so power comes from the tool's default toggle rates.
