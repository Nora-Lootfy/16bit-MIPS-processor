`flow/run.sh`:
```
#!/bin/bash
# OpenROAD 26Q1-2900-gdf79404cd8, Yosys 0.63+post, stock flow scripts
make -C /OpenROAD-flow-scripts/flow DESIGN_CONFIG=/design/flow/config.mk WORK_HOME=/design/flow/orfs finish
```
`flow/config.mk`:
```
export PLATFORM = sky130hd
export DESIGN_NAME = instruction_memory
export DESIGN_NICKNAME = instruction_memory
export VERILOG_FILES = /design/flow/design.v
export SDC_FILE = /design/flow/constraint.sdc
export NUM_CORES = 4
export LEC_CHECK = 1
export CORE_AREA = 10 10 70 70
export DIE_AREA = 0 0 80 80
```
`flow/constraint.sdc`:
```
current_design instruction_memory

set clk_period 1.3
set clk_io_pct 0.2

create_clock -name clk0 -period $clk_period

set non_clock_inputs [all_inputs -no_clocks]
set_input_delay [expr $clk_period * $clk_io_pct] -clock clk0 $non_clock_inputs
set_output_delay [expr $clk_period * $clk_io_pct] -clock clk0 [all_outputs]
```
`flow/design.v`:
```
module instruction_memory(instruction, pc);
	input 	wire	[15:0] 		pc;
	output	wire 	[15:0] 		instruction;
	wire 	[15:0] 	rom_add = pc[15:1];
	reg	[15:0] rom[15:0];
	initial begin 
	rom[0] 	= 16'b001_000_001_0000100;
			rom[1] 	= 16'b001_000_010_0000110;
			rom[2] 	= 16'b100_011_011_0000001;
			rom[3] 	= 16'b100_001_001_0000001;
			rom[4] 	= 16'b011_100_010_0000001;
			rom[5] 	= 16'b101_0000000000010;
			rom[6] 	= 16'b111_0000000000000;
			rom[7] 	= 16'b0;
			rom[8] 	= 16'b0;
			rom[9] 	= 16'b0;
			rom[10] = 16'b0;
			rom[11] = 16'b0;
			rom[12] = 16'b0;
			rom[13] = 16'b0;
			rom[14] = 16'b0;
			rom[15] = 16'b0;
	end
	assign instruction = rom[rom_add];
endmodule
```
==> out/summary.txt <==
Seq share, synth = 0%
Crit path top cell by count = buf_6
# Cells Yosys = 32
Final Cell Area = 512 µm²
DRT Pass-1 Iters = 2
Basic Gates by Area = 34.7%
Max cap viols = 0
Fp util = 7.07%
Initial antenna violation count = 0
Worst path bufs/invs = 3
YS chip area = 241 µm²
IO buf count = 15
Post-layout period usage = 97.6%
Clkbuf count = 0
DRC viols = 0
Worst Hold Class = in -> out
Worst path top cell family by delay = buffers and inverters
Post-synth mux share = 0%
Aoi share = 9.84%
Registers = 0
Vias = 270
Routability cong. = 0.739
Post-synthesis average cell area = 7.55 µm²
Fmax = 788 MHz
Critical path, cell by cell = buf_6 > buf_6 > ha_4 > nor3b_2 > dlygate4sd2_1
CP Launch Type = input port
Crit path DRT = 1040 ps
CORE AREA = 3420 µm²
IO Pins = 32
PwrDens = 232 nW/µm²
Post-synth cell types = 16
Final hold violations = 0
Final min period = 1270 ps
Post-layout util = 15.0%
Die y size = 80 µm
Area leader, netlist = ha_1
Crit-path max FO = 4
Max IR drop VDD = 0.0435 mV
Gr ovfl total = 0
First-pass GRT wire length = 1.34 mm
GRT Overall Usage = 2.42%
DP Area = 442 µm²
CP max-delay cell = dlygate4sd2_1
Worst Hold Launch = pc[3]
Sequential Area = 0 µm²
Dpl ws = -805 ps
Mapped Area = 241 µm²
Biggest area cells = ha_1, buf_4, buf_6
Share of cells above drive strength 1 = 61.1%
Setup violators final = 0
Syn Inst Count = 32
Outcome = finished clean
Largest net degree at the start of global routing = 9
RSZ-0062 raised after global routing = false
Site Rows = 21
Crit-path max cell delay = 230 ps
Area delta synth->final = 112%
Worst Slack Setup Final = 31.6 ps
Final Power = 0.119 mW
Synth warn = 1
Post-Synth XOR/XNOR Area = 0%
Synth top cells by count = buf_4, ha_1, a21oi_1, nor3_1
Hold-fix buffers, CTS = 0
Critical Path Stages = 5
Antenna Nets Post-Route = 0
WS Path Type = in -> out
Worst Hold Endpoint = instruction[15]
DIE AREA = 6400 µm²
Static leakage = 0.242 nW
Vias in the first global route = 274
Dominant comb cell = simple AND/OR/NAND/NOR gates
DIE WIDTH = 80 µm
Final Max Tran Viols = 0
Worst EP arrival = 1010 ps
HPWL after DPL = 692 µm
OpenROAD warnings = 48
Min-Delay Path Depth = 4
Top cell area share = 25.9%
1st-iter DRT viols = 11
Adder-Cell Fraction of Synth Area = 25.9%
Drt wl/cell = 8.32 µm
ANT cells = 0
Final WL = 832 µm
Critical path capture point type = primary output
Vias per cell = 2.70
==> metrics by stage <==
step                      instances  TNS [ps]  hold WS (ps)
after floorplan                  36         0           536
after global placement           95     -7410          1590
after detailed placement         95     -7360          1590
after CTS                       100         0           915
after global routing            100         0           925
final                           100         0           882
==> cells in the final DEF (no fill, tap or decap), types with 3 or more instances in the layout <==
| master | instances |
|---|---|
| a21oi_2 | 3 |
| buf_2 | 6 |
| buf_4 | 5 |
| buf_6 | 6 |
| conb_1 | 5 |
| dlygate4sd2_1 | 4 |
==> cell type report <==
cell class	count	area, µm²
timing repair buffer	25	200
fill	399	2900
inverter	2	12.5
multi-input combinational	27	241
tap	46	57.6
==> worst max-delay path by stage <==
| stage | slack, ps | to | startpoint |
|---|---|---|---|
| final | 30 | instruction[11] | pc[2] |
| after CTS | 2 | instruction[15] | pc[1] |
| after global routing | 2 | instruction[11] | pc[4] |
==> layer usage <==
metal	vias up	track usage (%)	part of all wire, %
li1	141	-	-
met1	118	2.97	41
met2	11	4.33	46
met3	0	0.682	13
met4	0	0	0
met5	-	0	0
==> where the power goes <==
group / internal, mW / switching, mW
logic: 0.0701 / 0.0487
clock network: 0 / 0
registers: 0 / 0
total: 0.0701 / 0.0487
==> repair_timing <==
item / in CTS / in global routing
buffers inserted: 4 / 0
resized: 47 / 12
setup endpoints to repair: 11 / 6
pin swaps: 5 / 4
cloned: 1 / 0
==> kinds of logic after synthesis <==
| group | count (synthesis) |
|---|---|
| adders and majority gates | 5 |
| AOI/OAI and AO/OA | 4 |
| other | 1 |
| buffers and inverters | 9 |
| and+or+nand+nor | 13 |
Power and IR drop assume default switching activity.
